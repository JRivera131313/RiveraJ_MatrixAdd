$ cat run.sh
#!/bin/bash
# OpenROAD 26Q1-2900-gdf79404cd8, Yosys 0.63+post, stock flow scripts
make -C /OpenROAD-flow-scripts/flow DESIGN_CONFIG=/design/flow/config.mk WORK_HOME=/design/flow/orfs finish
$ cat constraint.sdc
current_design InstructionMemory

set clk_period 3.9
set clk_io_pct 0.2

create_clock -name clk0 -period $clk_period [get_ports {Clk}]
create_clock -name clk1 -period $clk_period [get_ports {nReset}]

set non_clock_inputs [all_inputs -no_clocks]
set_input_delay [expr $clk_period * $clk_io_pct] -clock clk0 $non_clock_inputs
set_output_delay [expr $clk_period * $clk_io_pct] -clock clk0 [all_outputs]
$ cat design.v
module InstructionMemory(Clk, DataOut, address, nRead, nReset);
   input logic nRead, nReset, Clk;
   input logic [15:0] address;
   output logic [255:0] DataOut;
   reg [31:0]instructMem[9:0];
   parameter Instruct1 = 32'h 01_02_00_01;   
   parameter Instruct2 = 32'h FF_00_00_00;
   parameter Instruct3 = 32'h 00_04_00_01; 
   parameter Instruct4 = 32'h 03_05_00_00;
   parameter Instruct5 = 32'h 04_06_00_01;
   parameter Instruct6 = 32'h 05_07_00_64;
   parameter Instruct7 = 32'h FF_0A_00_01;
   parameter Instruct8 = 32'h 11_0A_01_81;
   parameter Instruct9 = 32'h 13_0B_0A_81;
   parameter Instruct10 = 32'h ff_ff_ff_ff;
   parameter InstuctionSelect = 4'b 0001;
   always @ ( negedge nReset) begin
      if (nReset == 0) begin
         instructMem[0] <= Instruct1;
         instructMem[1] <= Instruct2;
         instructMem[2] <= Instruct3;
         instructMem[3] <= Instruct4;
         instructMem[4] <= Instruct5;
         instructMem[5] <= Instruct6;
         instructMem[6] <= Instruct7;
         instructMem[7] <= Instruct8;
         instructMem[8] <= Instruct9;
         instructMem[9] <= Instruct10;
      end
   end
   always_ff @ (posedge Clk) begin
      if (address[15:12] == InstuctionSelect && nRead == 0) begin    
         DataOut <= instructMem[address[11:0]];
      end
   end
endmodule
$ cat config.mk
export PLATFORM = sky130hd
export DESIGN_NAME = InstructionMemory
export DESIGN_NICKNAME = InstructionMemory
export VERILOG_FILES = /design/flow/design.v
export SDC_FILE = /design/flow/constraint.sdc
export NUM_CORES = 4
export LEC_CHECK = 1
export CORE_AREA = 10 10 114 114
export DIE_AREA = 0 0 124 124
==> impl_metrics.toml <==
# implementation run metrics
[run_status]
outcome = "finished, final reports clean"

[die]
die_width_microns = 124
die-area_sq_um = 15400
io_pins = 275
fp-utilization_pct = 23.8
placementRows = 37
dieHeight_microns = 124
coreArea_sq_um = 10400

[yosys]
syn_inst = 295
async_reset_ff_share_pct = 0
synth_area_leader_cell = "buf_4"
yosys_area_sq_um = 2480
syn-mean-instance-area_sq_um = 8.42
synth_cell_type_count = 24
syn_area_sq_um = 2480
edf_count = 15
ys_seq_share_pct = 18.1
synth_warnings = 2
ys_seq_elements = 15
area_leaders = "buf_4 (73%), edfxtp_1 (18%), o21ai_0 (0.81%)"
yosys-stat-cells = 295
ff_type = "edfxtp_1"
netlist.area_leader.share_pct = 72.8

[grt]
grt_max_degree = 16
grt_usage_pct = 4.93
grt-ovfl-total = 0
grt_pass1_vias = 1303
grt_pass1_wl_mm = 6.38
antenna_found_initial = 0

[finish]
fin_area_sq_um = 2130
nFillCells = 1152
finish.utilization_pct = 20.4
top_regs = "DataOut x15"
regArea_sq_um = 450
largest_reg_flops = 15
synthToLayoutAreaGrowth_pct = -14.4
top_register = "DataOut"
drive_gt1_share_pct = 2.19
final_cells = 455
logic_area_sq_um = 1030

[placed_design]
dpl.hpwl_mm = 4.50
port_buffers = 41
place_ws_ps = 1660
dp_cells = 451
dpl_cell_area_sq_um = 2080
gp_congestion = 0.756

[worst_hold_path]
hp-start = "address[13]"
min_path_cells = 3
min_to = "DataOut[8]"
hp-class = "primary input to flip-flop"

[critical_path]
path_class = "flip-flop to output port"
worst_setup_path_start_kind = "flip-flop"
worstPathRequired_ps = 3120
cp_slowest_cell = "clkdlybuf4s50_1"
cp_cell_sequence = "clkdlybuf4s50_1"
crit_path_max_fanout = 12
cpPeakStageDelay_ps = 540
crit_family = "buffers and inverters"
cp_data_arrival_time_ps = 1290
cp.buffers_inverters = 1
endpoint_kind = "output port"

[pwr]
peakVddDrop_v = 0.0000789
power.total_uw = 361
power_density_nw_per_um2 = 170
p_leak_nw = 1.13

[timing]
tns_ps = 0
drv_slew = 0
fin_hold_ws_ps = 1430
setup_violations = 0
layout_setup_ws_ps = 1830
rsz0062_at_grt = "false"
hold_viol = 0

[clocking]
ctsHoldBuffers = 0
postCtsSetupRepairBufs = 0
cts_buffers = 3
root_buffer = "clkbuf_8"
clock_path_buffers = 2
clock_sinks = 15
h-tree-depth = 1
cts_tree = "built"
clk_pin_slew_worst_paths_ps = 60
cts_resized = 0

[drt]
drtIter0Drc = 3
vias = 1127
antenna_cells_inserted = 0
drtPass1Iterations = 3
post_drt_wl_per_cell_microns = 10.8
finalWirelength_mm = 4.89
drc = 0
ant_nets = 0
post_drt_via_cell_ratio = 2.48

[flow_run]
openroad.warnings = 35
drv_cap = 0
[worst max-delay path by stage]
| stage | start | cells past startpoint | to | slack (ps) |
|---|---|---|---|---|
| after CTS | DataOut[23] | 1 | DataOut[12] | 1800 |
| after global routing | DataOut[23] | 1 | DataOut[12] | 1730 |
| final | DataOut[23] | 1 | DataOut[22] | 1830 |
[cells in the final DEF (no fill, tap or decap)]
cell | synthesis | final
clkdlybuf4s50_1 | 0 | 41
nand2b_1 | 3 | 3
mux2i_1 | 1 | 1
conb_1 | 1 | 224
o31ai_1 | 1 | 1
o22ai_1 | 2 | 2
o211ai_1 | 1 | 1
nor3b_1 | 1 | 1
nand3_1 | 1 | 1
o21ai_0 | 4 | 4
nand2_2 | 1 | 1
edfxtp_1 | 15 | 15
a21oi_1 | 3 | 3
or3b_4 | 1 | 1
and2_1 | 1 | 1
nand3b_1 | 2 | 2
buf_4 | 241 | 1
nor4_2 | 0 | 1
xor2_1 | 1 | 1
nor2_1 | 3 | 3
inv_1 | 2 | 2
clkbuf_8 | 0 | 3
nand2_1 | 5 | 5
clkbuf_1 | 1 | 1
[kinds of logic (layout without fill, tap and decap cells)]
kind of cell	Yosys count	count (layout)	synth area share, %
AOI/OAI and AO/OA	11	11	2.52
and+or+nand+nor	19	19	4.28
xor gates and xnor gates	1	1	0.353
other	1	224	0.151
muxes	1	1	0.403
buffers and inverters	247	48	74.2
DFF	15	15	18.1
[worst min-delay path, stage by stage]
cell and delay, ps:
clkdlybuf4s50_1 470, nor4_2 50, buf_4 190
[synth_stat cells, drive strengths merged (2+ instances only)]
| library cell | number |
|---|---|
| nand2 | 6 |
| o22ai | 2 |
| inv | 2 |
| nor2 | 3 |
| o21ai | 4 |
| nand2b | 3 |
| a21oi | 3 |
| nand3b | 2 |
| edfxtp | 15 |
| buf | 244 |
[power breakdown]
group          internal [mW]  total (mW)  switching [mW]  leakage (nW)
logic                 0.0243      0.0574          0.0331         0.981
registers              0.181       0.183         0.00129         0.126
clock network         0.0721       0.121          0.0485        0.0228
total                  0.278       0.361          0.0828          1.13
[metal layers]
layer  GRT usage (%)  vias to the layer above  wire [microns]
li1                -                      501               -
met1            4.68                      486            1570
met2            9.54                      140            2430
met3            2.71                        0             893
met4           0.144                        0               0
met5               0                        -               0
[final cells by class]
class	instances	area share, %
tap	136	8.00
clock buffer	4	2.12
timing repair buffer	42	19.7
sequential	15	21.2
multi-input combinational	256	48.7
inverter	2	0.353
Power and IR drop assume default switching activity.
